### config.mk
export PLATFORM = sky130hd
export DESIGN_NAME = sc
export DESIGN_NICKNAME = sc
export VERILOG_FILES = /design/flow/design.v
export SDC_FILE = /design/flow/constraint.sdc
export NUM_CORES = 4
export LEC_CHECK = 1
export CORE_UTILIZATION = 50
### constraint.sdc
current_design sc

set clk_period 4.0
set clk_io_pct 0.2

create_clock -name clk0 -period $clk_period [get_ports {clk}]

set non_clock_inputs [all_inputs -no_clocks]
set_input_delay [expr $clk_period * $clk_io_pct] -clock clk0 $non_clock_inputs
set_output_delay [expr $clk_period * $clk_io_pct] -clock clk0 [all_outputs]
### design.v
module sc (
    input  logic       clk,          
    input  logic       rst,          
    input  logic [3:0] btn,          
    output logic       unlocked,     
    output logic       lock_led      
);
    typedef enum logic [6:0] {
        S0       = 7'b0000001,   
        S1       = 7'b0000010,   
        S2       = 7'b0000100,   
        S3       = 7'b0001000,   
        PROG_S0  = 7'b0010000,   
        PROG_S1  = 7'b0100000,   
        PROG_S2  = 7'b1000000    
    } state_t;
    state_t state, next;
    logic [3:0] passcode[2:0];
    logic [1:0]  error_count;        
    logic        locked;             
    logic [31:0] timeout_counter;    
    localparam int TIMEOUT_MAX = 1_000_000_000;  
    always_ff @(posedge clk or posedge rst) begin
        if (rst) begin
            state <= S0;
            passcode[0] <= 4'b0111;
            passcode[1] <= 4'b1101;
            passcode[2] <= 4'b1101;
            error_count <= 0;
            locked <= 0;
            timeout_counter <= 0;
        end
        else begin
            if (locked) begin
                if (timeout_counter < TIMEOUT_MAX) begin
                    timeout_counter <= timeout_counter + 1;
                end
                else begin
                    locked <= 0;                   
                    timeout_counter <= 0;
                    error_count <= 0;              
                    state <= S0;                   
                end
            end
            else begin
                state <= next;
                case (state)
                    PROG_S0: if (|btn) passcode[0] <= btn;
                    PROG_S1: if (|btn) passcode[1] <= btn;
                    PROG_S2: if (|btn) passcode[2] <= btn;
                    default: ;
                endcase
                if ((state == S0 && |btn && btn != passcode[0]) ||
                    (state == S1 && |btn && btn != passcode[1]) ||
                    (state == S2 && |btn && btn != passcode[2])) begin
                    if (error_count < 2)
                        error_count <= error_count + 1;
                    else begin
                        locked <= 1;             
                        timeout_counter <= 0;    
                    end
                end
                else if ((state == S1 && btn == passcode[1]) ||
                         (state == S2 && btn == passcode[2]) ||
                         (state == S3)) begin
                    error_count <= 0;            
                end
            end
        end
    end
    always_comb begin
        next = state;
        if (!locked) begin
            case (state)
                S0: begin
                    if (btn == passcode[0]) next = S1;
                    else if (|btn) next = S0;
                end
                S1: begin
                    if (btn == passcode[1]) next = S2;
                    else if (|btn) next = S0;
                end
                S2: begin
                    if (btn == passcode[2]) next = S3;
                    else if (|btn) next = S0;
                end
                S3: begin
                    if (btn == 4'b0001) next = PROG_S0;
                    else next = S3;
                end
                PROG_S0: if (|btn) next = PROG_S1;
                PROG_S1: if (|btn) next = PROG_S2;
                PROG_S2: if (|btn) next = S0;
                default: next = S0;
            endcase
        end
    end
    always_comb begin
        unlocked = (state == S3);
        lock_led = locked;   
    end
endmodule
### run.sh
#!/bin/bash
# OpenROAD 26Q1-2900-gdf79404cd8, Yosys 0.63+post, stock flow scripts
make -C /OpenROAD-flow-scripts/flow DESIGN_CONFIG=/design/flow/config.mk WORK_HOME=/design/flow/orfs finish
==> out/notes.md <==
The worst setup path is of the input port to flip-flop kind. Per the skew report, the later register of the worst-skew pair sees a clock latency of 310 ps. The tools report the arrival time of data at the critical path endpoint as 3180 ps. The path category of the worst min-delay check is flip-flop to flip-flop. The count of nets left with antenna violations once routing finished came out at 0. The family with the most delay on the worst path was buffers and inverters. The async set-or-reset flop fraction in the synthesized netlist came out at 100%.

The timing report gives the biggest stage delay along the critical path as 630 ps. The count of flip-flops with a built-in enable after synthesis came out at 0. The cell with the most instances after synthesis was dfrtp_1. The residual DRC count was 0. In the synthesis report, Yosys lists the chip area as 3090 um2. The most area-hungry cell type in the Yosys netlist was dfrtp_1. The logs give 325 for the count of instantiated cells in the yosys netlist and 2 for the yosys synthesis warning count. The run gives 0 as the hold violation total from the final report. The maximum number of pins on one net before global-route repair came out at 35. The run gives 15.8 um for the wire length per cell.

STA classifies the critical path endpoint as a flip-flop. For reference, the top cells by count after synthesis are dfrtp_1, a31oi_1, nand3_1. The number of clock sinks came to 54. For the final database, setup skew stands at 10.6 ps.

The run finished with clean final reports. Across all checked pins, the minimum headroom to the slew limit is 58.9%. The utilization after layout was 55.7%; the core box area was 5960 um2. For this run, global-route usage on met2 was measured as 36.9%. The power per cell area was 367 nW/um2. The sum of overflow across all layers after global routing was 0; the multi-input logic area was 1560 um2. Sorting the synthesized cells by area gives the leading types as dfrtp_1, dfstp_2, a31oi_1. Per STA, the worst path is made up of clkdlybuf4s50_1 > nor4_4 > nor2_1 > a222oi_1 > o21bai_2 > buf_4 > a31oi_1. Post-synth the commonest register cell is dfrtp_1.

The layout summary lists the proportion of cells stronger than drive strength 1 as 14.0%. With the number of antenna violations at the first check in global routing at 0, the top fanout value on the critical path is 23. In this run the clock root is driven by a clkbuf_8. Of the post-synthesis cell area, the dominant cell type holds 35.6%. For the count of cell types in the netlist, the log shows 53.

The number of diodes added for antenna fixing was 0. The number of port buffers came out at 7. The cell area that synthesis handed to floorplanning was 3090 um2. The worst-case IR drop observed on VDD is 0.207 mV.

Once placement completed, the tool counted placed cells totaling 395. The transition time recorded at the tightest slew-check pin is 615 ps. The tally of max-capacitance violations is 0, and the number of ports placed on the die boundary is 8. The finished cells cover 3310 um2. The run gives 3200 um2 for the cell area after placement. The tools report the total length of routed wires as 6.37 mm. The logs give 2 for the number of H-tree levels and 0 ps for the aggregate negative setup slack. Detailed placement finished with a half-perimeter wire length of 4.35 mm.

Looking at the worst setup and hold paths, the clock pins of their registers show a slew of 100 ps. OpenROAD reports that the post-layout worst path occupies 73.8% of the period. The peak-usage layer in the global routing report is met2.

Global routing consumed, on the met3 layer, 2.88% of the routing resources. After the first detailed-routing iteration, the DRC count stood at 118. The average instance in the mapped netlist occupies 9.51 um2. The met1 track utilization from global routing was 33.7%. The number of hold buffers added after CTS was 0.

The chip occupies 6500 um2. The number of global-route vias before repair is 2,268, and the number of OpenROAD warnings is 25. The slowest cell on the critical path is clkdlybuf4s50_1.

The synthesized instance count is 325. Setup repair after global routing left no endpoint under its margin. For the required arrival time at the worst endpoint, the log shows 4220 ps.

The post-synth register bit count is 54. The count of buffer and inverter cells on the critical path works out to 2. The run gives 0 for the total of cells resized after clock tree synthesis.

Per the layout area report, the register area comes to 1360 um2. The maximum clock insertion buffer count was 2. Counting I/O delays and the setup requirement, the final critical path takes 2950 ps. RePlAce ended its routability-driven mode at a weighted congestion of 0.792. Counting the fill cells in the layout gives 546. The area growth from synthesis to final layout is 7.29%. The aggregate global-route resource usage is 22.4%, and the number of buffers created by CTS is 5. The vertical die size works out to 80.6 um.

The total of endpoints with negative setup slack in the final report came out at 0. The final standard cell count with taps included and fillers excluded is 403, and the leakage power of the design is 1.35 nW. The run gives 0 as the post-CTS setup buffer count. TritonCTS built the clock tree. In the floorplan report the effective utilization is 51.9%. Before antenna repair, the detailed router went through 4 iterations. STA classifies the critical path startpoint as an input port. Per the OpenROAD floorplan log, the width of the die is 80.6 um. For this block, the via count after detailed routing is 2,440. For the max-slew violation count, the log shows 0.

Of the synthesized area, sequential elements account for 44.1%. The wire length of the first global-routing pass is 10.9 mm, and the maximum clock frequency is 0.339 GHz. In the routed layout, each cell is associated on average with a via count of 6.05.

The total number of placement rows was 28.
-- flip-flops by register name (all words and copies together), names as in the netlist --
signal / cells
state: 7
error_count: 2
passcode: 12
locked: 1
timeout_counter: 32
-- routing by layer --
layer	up-vias	wire, um
met4	0	102
met5	-	0
li1	1232	-
met3	7	166
met1	1180	3120
met2	21	2980
-- area by class of cell --
class	count	share of cell area, %
Sequential cell	54	41.1
Clock buffer	5	2.08
Inverter	12	1.36
Tap cell	75	2.83
Timing Repair Buffer	16	4.15
Multi-Input combinational cell	238	47.1
Clock inverter	3	1.32
-- cells by family after synthesis --
group           share of synthesized area, %
simple gates                            22.7
flops                                   44.1
buf+inv                                 5.31
xor+xnor                                4.82
fa+ha+maj                              0.405
mux                                     4.25
compound gates                          18.3
-- report_power, final --
| group | leakage (nW) | switching, mW | internal [mW] |
|---|---|---|---|
| combinational | 0.653 | 0.0963 | 0.0742 |
| sequential | 0.636 | 0.0723 | 0.603 |
| clock | 0.0585 | 0.185 | 0.188 |
| total | 1.35 | 0.353 | 0.865 |
-- path summary, 6_finish.rpt --
kind | startpoint | to | slack (ps) | depth (start not counted)
min in group asynchronous | rst | timeout_counter[6] | 880 | 2
max in group asynchronous | rst | state[0] | 2310 | 3
min | timeout_counter[25] | timeout_counter[25] | 480 | 1
max reg2reg | timeout_counter[16] | timeout_counter[24] | 1400 | 6
max | btn[0] | timeout_counter[6] | 1050 | 7
min reg2reg | timeout_counter[25] | timeout_counter[25] | 480 | 1
-- through the flow --
| step | hold WS [ps] | setup WS (ps) | total power, mW |
|---|---|---|---|
| global route | 520 | 823 | 1.29 |
| detailed placement | 470 | 706 | 0.857 |
| finish | 482 | 1050 | 1.22 |
| floorplan | 445 | 1490 | 0.809 |
| CTS | 484 | 1040 | 1.24 |
| global placement | 470 | 759 | 0.853 |
-- layout by cell type (no fill, tap or decap), types with 4 or more instances in the layout --
master and instances:
nand3_1 27, a22o_1 8, nor2_1 21, mux2_2 9, nor3_1 7, o21ai_0 5
buf_4 9, a41oi_1 4, and3_1 9, nand4_1 13, nand2_1 21, dfrtp_1 44
clkbuf_8 5, a31oi_1 32, xnor2_1 15, and2_1 10, a21oi_1 4, inv_1 11
dfstp_2 10, clkdlybuf4s50_1 7
Power and IR drop assume default switching activity.
